<file path="design.v">
module instruction_memory(
    input [31:0] address,        
    output reg [31:0] instruction  
);
    reg [31:0] mem [0:255];
    initial begin
        mem[0]   = 32'b00000000000000000010000010000011;     
        mem[1]   = 32'b00000000100000000010000100000011;     
        mem[2]   = 32'b00000001000000000010000110000011;     
        mem[3]   = 32'b00000001100000000010001000000011;     
        mem[4]   = 32'b00000010000000000010001010000011;     
        mem[5]   = 32'b00000010100000000010001100000011;     
        mem[6]   = 32'b00000010010100001000000010110011;    
        mem[7]   = 32'b00000010010000011000000110110011;     
        mem[8]   = 32'b01000000001100001000000010110011;     
        mem[9]   = 32'b00000000001000001000000010110011;     
        mem[10]  = 32'b00000010011000001100000010110011;     
        mem[11]  = 32'b00000000000001010010010000100011;     
    end
always @(address) begin
        instruction <= mem[address>>2];
    end
endmodule
</file>
<file path="run.sh">
#!/bin/bash
# OpenROAD 26Q1-2900-gdf79404cd8, Yosys 0.63+post, stock flow scripts
make -C /OpenROAD-flow-scripts/flow DESIGN_CONFIG=/design/flow/config.mk WORK_HOME=/design/flow/orfs finish
</file>
<file path="config.mk">
export PLATFORM = sky130hd
export DESIGN_NAME = instruction_memory
export DESIGN_NICKNAME = instruction_memory
export VERILOG_FILES = /design/flow/design.v
export SDC_FILE = /design/flow/constraint.sdc
export NUM_CORES = 4
export LEC_CHECK = 1
export CORE_AREA = 10 10 70 70
export DIE_AREA = 0 0 80 80
export SYNTH_MEMORY_MAX_BITS = 65536
</file>
<file path="constraint.sdc">
current_design instruction_memory

set clk_period 1.3
set clk_io_pct 0.2

create_clock -name clk0 -period $clk_period

set non_clock_inputs [all_inputs -no_clocks]
set_input_delay [expr $clk_period * $clk_io_pct] -clock clk0 $non_clock_inputs
set_output_delay [expr $clk_period * $clk_io_pct] -clock clk0 [all_outputs]
</file>
==> run summary <==
Latest figures from synthesis and place and route.

The flow ran to the end, and the final reports show no timing, DRC or antenna violations. The x dimension of the die is 80 µm. Relative to the synthesized area, the layout overhead comes to 108%.

The routed via count divided by cell count is around 3.1. In the layout the commonest cells are sky130_fd_sc_hd__conb_1, sky130_fd_sc_hd__buf_4, sky130_fd_sc_hd__buf_6. Summing the areas of all compound-gate instances in the mapped netlist gives 12.9% of the synthesized area. The multiplexer share of the synthesized area is 5.28%. Entering global routing, the biggest net connects 8 pins. The detail route stage leaves a number of antenna-violating nets equal to 0. The number of antenna violations at the first check in global routing is 0.

The sequential share of power is 0%. The post-detailed-placement cell area is 634 µm². Once layout is done, the placed cells without fillers occupy 787 µm².

The number of sequential cells reported for the layout is 0. The highest ir drop seen on vdd is 0.0499 mV. The mean instance size in the synthesized netlist is 7.15 µm². The signal arrival time at the worst endpoint is 1.02 ns. The prevailing logic family in the synthesized netlist is buffers and inverters.

The tally of yosys warning messages is 1. The synthesized netlist has a Yosys-reported chip area of 379 µm². The final hold violation count is 0.

Summing internal, switching and leakage power gives 0.000195 W. The area fraction in and, or, nand and nor cells after synthesis is 19.5%. Sequential elements use 0% of the synthesized area. The average wire length per cell after detail routing is roughly 9.4 µm. Setup repair after global routing could not meet its margin everywhere. The portion of the clock cycle consumed by the worst path in the final layout is 98.7%. The most frequent logic cell in the layout is sky130_fd_sc_hd__conb_1. The placement row count is 21. The routed design could run at a clock period as short as 1.28 ns. The number of iterations in the first detailed-routing pass is 2. The total power per unit cell area is between 200 and 250 nW/µm².

The number of distinct library cell variants in the gate-level netlist after synthesis is 18. In the final layout, the fill cell count is 370. The number of setup violations in the final report is 0. Per the run summary, max-cap violations total 0. The via count of the first global-routing pass came to 416. After floorplanning, the die was sized to cover 6400 µm².

The script parses the final routing iteration and logs DRC violations as 0. The share of synthesized cell area in full adder, half adder and majority cells is between 10% and 20%. The fraction of power consumed by the clock network is 0%. The OpenROAD warning count is 67.

The starting density of the core is 11.1%. The number of placed I/O pins is 64. The number of placed instances, taps included, is roughly 130.

The final wirelength is 1210 µm. The number of standard cells after synthesis is 53. Per the final report, max-transition violations number 0. The number of cells reported by Yosys stat comes to roughly 53. The kind of launch point of the worst setup path is an input pin. Summing the areas of all xor and xnor instances in the mapped netlist gives 0% of the synthesized area. Traced cell by cell, the critical path runs through buf_12 -> ha_4 -> buf_6 -> and2_4 -> dlygate4sd2_1. The placeable core region is 3420 µm². The number of input and output port buffers inserted is 22.

The congestion estimate from routability-driven global placement came to roughly 0.72. The slowest stage of the critical path is the sky130_fd_sc_hd__dlygate4sd2_1 cell. The achievable clock frequency is 780 MHz.

Global routing used 3.33% of the available tracks. The script extracted a total leakage power of 0.392 nW. The height of the die is approximately 80 µm. The power report shows net switching accounting for 38.3% of the total. In the final layout, the share of cells above drive strength 1 is 54.2%. The overall via count from detail_route is 398.

The HPWL after detailed placement is roughly 1000 µm. The antenna cell count is 0. The longest incremental delay of any stage on the critical path is reported as about 0.23 ns.

In this run the worst hold path is classified as input pin to output pin. The internal power contribution is 0.000120 W. Of the total power, combinational logic draws 100.0%.

Summing every instance area after synthesis gives 379 µm². The area taken by flip-flops and latches is 0 µm². The initial DRC count is 3.

The switching power total is 0.0000746 W. The kind of end point of the critical path is an output pin. The required time of the worst setup path is 1.04 ns.

The number of clock buffers in the layout is 0. The worst-path maximum fanout is 5. The global-route wire length before repair is 1860 µm. The global route total overflow is 0. The finished layout holds 129 standard cells, fillers aside. The worst setup path is of the input pin to output pin kind.
==> cells by family after synthesis <==
family	count (synthesis)
AND-OR/OR-AND	7
adder cells (fa/ha/maj)	6
buffers and inverters	21
multiplexers	2
other	2
AND/OR/NAND/NOR	15
==> area by class of cell <==
| cell class | count | area (µm²) | share of cell area (%) |
|---|---|---|---|
| inverters | 3 | 23.8 | 3.02 |
| repair buffers | 36 | 334 | 42.4 |
| well taps | 46 | 57.6 | 7.31 |
| multi-input cells | 44 | 372 | 47.2 |
==> cell usage after synthesis <==
| cell | n | area (µm²) |
|---|---|---|
| sky130_fd_sc_hd__a21o_1 | 3 | 22.5 |
| sky130_fd_sc_hd__a21o_2 | 1 | 8.76 |
| sky130_fd_sc_hd__and2_1 | 3 | 18.8 |
| sky130_fd_sc_hd__buf_4 | 16 | 120 |
| sky130_fd_sc_hd__buf_6 | 2 | 22.5 |
| sky130_fd_sc_hd__conb_1 | 2 | 7.51 |
| sky130_fd_sc_hd__ha_1 | 6 | 75.1 |
| sky130_fd_sc_hd__inv_1 | 2 | 7.51 |
| sky130_fd_sc_hd__inv_2 | 1 | 3.75 |
| sky130_fd_sc_hd__mux2i_1 | 2 | 20.0 |
| sky130_fd_sc_hd__nand2_1 | 4 | 15.0 |
| sky130_fd_sc_hd__nand3b_1 | 1 | 7.51 |
| sky130_fd_sc_hd__nor2_1 | 4 | 15.0 |
| sky130_fd_sc_hd__nor2b_1 | 2 | 12.5 |
| sky130_fd_sc_hd__nor3_1 | 1 | 5.00 |
| sky130_fd_sc_hd__o21a_1 | 1 | 7.51 |
| sky130_fd_sc_hd__o21ai_0 | 1 | 5.00 |
| sky130_fd_sc_hd__o21ai_1 | 1 | 5.00 |
==> routing by layer <==
| metal | track usage, % | vias up | share of wire [%] |
|---|---|---|---|
| met5 | 0 | - | 0 |
| met4 | 0 | 0 | 0 |
| met3 | 0.682 | 0 | 8.5 |
| met2 | 5.70 | 21 | 45 |
| met1 | 4.42 | 180 | 46 |
| li1 | - | 197 | - |
==> critical path: cells and delay by family <==
family	cells	cell delay, ns
AND/OR/NAND/NOR	1	0.13
adder cells (fa/ha/maj)	1	0.16
buffers and inverters	3	0.47
==> stage by stage <==
stage / utilization (%) / setup slack [ns] / hold slack, ns / setup TNS [ns]
after floorplan: - / 0.296 / 0.581 / 0
after global placement: 18.6 / -0.847 / 1.63 / -13.00
final: 23.0 / 0.0175 / 0.867 / 0
after detailed placement: 18.6 / -0.826 / 1.61 / -12.94
after global routing: 23.0 / -0.00383 / 0.909 / -0.00911
after CTS: 22.7 / -0.101 / 0.903 / -0.130
==> worst paths after layout <==
kind                   start               to  slack, ns  depth (start not counted)
hold / removal    address[2]   instruction[8]       0.87                          4
setup / recovery  address[2]  instruction[18]       0.02                          5
==> power groups by stage <==
| stage | Combinational (W) | Sequential (W) | Clock [W] |
|---|---|---|---|
| CTS | 0.000192 | 0 | 0 |
| global route | 0.000217 | 0 | 0 |
| finish | 0.000195 | 0 | 0 |
==> what timing repair did <==
action | in CTS | in global routing
hold buffers | 0 | 0
buffers inserted | 6 | 0
resized | 77 | 21
endpoints found under the hold margin | 0 | 0
setup endpoints to repair | 18 | 11
pin swaps | 5 | 2
Power is estimated from default activity; no workload was simulated.
