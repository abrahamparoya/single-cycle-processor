## /design/flow/run.sh

```bash
#!/bin/bash
# OpenROAD 26Q1-2900-gdf79404cd8, Yosys 0.63+post, stock flow scripts
make -C /OpenROAD-flow-scripts/flow DESIGN_CONFIG=/design/flow/config.mk WORK_HOME=/design/flow/orfs finish
```

## /design/flow/config.mk

```make
export PLATFORM = sky130hd
export DESIGN_NAME = data_memory
export DESIGN_NICKNAME = data_memory
export VERILOG_FILES = /design/flow/design.v
export SDC_FILE = /design/flow/constraint.sdc
export NUM_CORES = 4
export LEC_CHECK = 1
export CORE_UTILIZATION = 40
```

## /design/flow/constraint.sdc

```tcl
current_design data_memory

set clk_period 21.2
set clk_io_pct 0.2

create_clock -name clk0 -period $clk_period [get_ports {clock}]

set non_clock_inputs [all_inputs -no_clocks]
set_input_delay [expr $clk_period * $clk_io_pct] -clock clk0 $non_clock_inputs
set_output_delay [expr $clk_period * $clk_io_pct] -clock clk0 [all_outputs]
```

## /design/flow/design.v

```verilog
module data_memory (clock, address, MemWrite, MemRead, WriteData, ReadData);
	input clock;
	input [6:0] address;
	input MemWrite, MemRead;
	input [31:0] WriteData; 
	output reg [31:0] ReadData;
	reg [31:0] Mem[0:127];  
	initial begin
		Mem[0] = 1000;
		Mem[1] = 200;
		Mem[2] = 300;
		Mem[3] = 400;
		Mem[4] = 200;
		Mem[5] = 3;
	end
	always @ (posedge clock) begin
		if (MemWrite == 1)
			Mem[address[6:2]] <= WriteData;
	end
	always @(negedge clock) begin
		if (MemRead == 1)
			ReadData <= Mem[address[6:2]];
	end	
endmodule
```

==> CHANGELOG.md <==
### Implementation results

* Status: finished, final reports clean
* Worst hold-check path type: input pin to flop
* Slew at the pin with the worst max-slew slack at ~1.0 ns
* DR pass1 iterations at 8
* Final Hold Fails at 0
* Sequential power share at 52.2%
* Net Switching at roughly 960 uW
* CTS Hold Bufs at 0
* Required time of the critical path at 11.08 ns
* Peak supply drop at 0.0664 mV
* OpenROAD warnings at 60
* CTS tree: yes
* WP data arrival at 7.59 ns
* Overall Global Routing Usage at around 24%
* Pleak at about 0.015 uW
* Mapped Cells at 2355
* Utilization after layout at 46.7%
* Mapped Area at 40600 um2
* Comb gate area at 8160 um2
* Flops after synth at between 1000 and 1500
* Post-synth EDFFs at 1056
* Yosys cell count at 2355
* DP Cell Count at 3717
* Diode count at 0
* H-tree levels at 3
* Full die area at around 100000 um2
* Syn_area_per_cell at approximately 17 um2
* Final wirelength at around 110 mm
* Post-synth top cells: edfxtp_1, a22oi_1, a21oi_1
* Area reported by Yosys stat at 40600 um2
* CP max FO at 58
* Post-Layout Inst Area at 46800 um2
* Vias at 23500
* Detail Route Antenna Nets at 0
* Post-synth seq share at around four fifths
* GP Congestion at roughly 0.86
* Starting DRC count in detailed routing at ~1400
* Vias in the first global route at 25000
* Clock Pin Slew Worst Setup and Hold Paths at 0.07 ns
* Register Area at roughly 32000 um2
* I/O pin total at 74
* Largest net degree at the start of global routing at 59
* Layout Cells excl Fill at 3941
* PortBufs at 71
* Initial antenna violation count at 3
* Synth Flop Type: edfxtp_1
* Synth top cell by count: edfxtp_1
* Post-cts resize count at 0
* Clock buffer count from CTS at 102
* Filler cells at 8195
* Layout cells sized above 1 at between 10% and 20%
* Synth area leader: edfxtp_1
* Clock Sinks at 1056
* Global route total overflow at 0
* Setup TNS Final at 0 ns
* Yosys cell types at 47
* Slew Limit Fails at 0
* Die Y at 320 um
* Unrepaired setup endpoints after global routing: no
* Num rows at 116
* Max Root-Sink Buffers at 3
* Worst setup SP type: input pin
* Die width at 320 um
* Kind of critical path: input pin to flop
* Post-synth ARST share at 0%
* Relative slew slack at around a third
* PwrDens at 95.8 nW/um2
* Latency at later pin at roughly 0.7 ns
* Clk root buf: clkbuf_16
* Core area at 100000 um2
* Pint at 3520 uW
* Placed wire-length estimate at 61.9 mm
* # DRC at 0
* Setup Fix Bufs, Post-CTS at 0
* Sw frac at 21.4%
* Max-cap viol count at 0
* Pre-Place Util at 40.4%
* Via/cell ratio at 5.97
* First-pass GRT wire length at 164 mm
* Comb pwr share at 5.7%
* Top cells, area: edfxtp_1, a22oi_1, mux2i_1
* Final setup fails at 0
* Placed cell area at 43200 um2
* Critical path endpoint category: flop
* Layout Skew at around 0.045 ns
* Area share, top type at approximately 80%
* P&R area growth vs syn at 15.4%
* Clock power frac at a little over two fifths
* Ys Warns at 1
* Wirelength per Cell at 28.6 um
[final cells by class]
cell class	count	area share (%)
clock buffers	137	6.22
clock inverters	88	1.52
inverters	5	0.0455
multi-input cells	1110	17.4
flip-flops and latches	1056	67.8
well taps	1357	3.63
repair buffers	188	3.39
[per-layer routing]
metal / up-vias / track usage, % / share of wire, %
met4: 8 / 4.15 / 2.0
met1: 11700 / 28.4 / 34
met3: 160 / 19.8 / 18
li1: 10000 / - / -
met2: 1654 / 35.2 / 46
met5: - / 0.851 / 0.10
[final timing paths]
check,start,endpoint,slack (ns),cells after the start
worst max-delay path,address[4],ReadData[1],3.49,8
worst min-delay path,WriteData[27],Mem[7][27],4.40,2
worst min register to register,Mem[21][24],ReadData[24],11.23,2
worst max register to register,Mem[0][29],ReadData[29],8.71,4
[power by group through the flow]
stage / clock [uW] / sequential, uW / combinational (uW)
after CTS: 1910 / 2340 / 257
after global routing: 2010 / 2340 / 277
final: 1890 / 2340 / 257
[critical path, cell delays in order]
cell and delay [ns]:
clkbuf_8 0.44, buf_4 0.66, and2_4 0.56, buf_4 0.71, a221oi_1 0.16, o21ai_1 0.34
a21oi_1 0.16, o211ai_1 0.13
[layout by cell type, fill, tap and decap left out, types with 19 or more instances in the layout]
cell,count
a22oi_1,163
o2111ai_1,19
mux2_2,37
edfxtp_1,1056
a221oi_1,109
buf_4,117
inv_1,39
nor2_4,22
a221o_1,54
mux2i_1,103
clkdlybuf4s50_1,66
a21oi_1,118
a22o_1,19
nand2_1,109
nor2_1,37
clkbuf_16,108
nor3_1,28
o221ai_1,26
o21ai_0,87
o22ai_1,35
clkbuf_1,19
[per-stage QoR]
step                      setup slack, ns  total power (uW)  hold WS (ns)
after detailed placement             2.90              2650          5.08
after global placement               2.91              2640          5.07
final                                3.49              4480          4.40
after CTS                            3.58              4510          4.38
after global routing                 3.34              4620          4.41
after floorplan                      4.85              2520          4.34
[registers in the layout, indices dropped and copies added, names as in the netlist]
name and cells:
Mem 1024, ReadData 32
[cells by family (layout without fill, tap and decap cells)]
| kind of cell | count (synthesis) | in the layout | synth area share, % |
|---|---|---|---|
| compound gates | 720 | 720 | 13.0 |
| buf+inv | 189 | 418 | 2.38 |
| flops | 1056 | 1056 | 78.2 |
| mux | 144 | 144 | 3.79 |
| simple gates | 246 | 246 | 2.64 |
Power is estimated from default activity; no workload was simulated.
